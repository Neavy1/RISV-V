$ cat flow/run.sh
#!/bin/bash
# OpenROAD 26Q1-2900-gdf79404cd8, Yosys 0.63+post, stock flow scripts
make -C /OpenROAD-flow-scripts/flow DESIGN_CONFIG=/design/flow/config.mk WORK_HOME=/design/flow/orfs finish
$ cat flow/config.mk
export PLATFORM = sky130hd
export DESIGN_NAME = VGAUnit
export DESIGN_NICKNAME = VGAUnit
export VERILOG_FILES = /design/flow/design.v
export SDC_FILE = /design/flow/constraint.sdc
export NUM_CORES = 4
export LEC_CHECK = 1
export CORE_UTILIZATION = 40
export SYNTH_HDL_FRONTEND = slang
$ cat flow/constraint.sdc
current_design VGAUnit

set clk_period 3.1
set clk_io_pct 0.2

create_clock -name clk0 -period $clk_period [get_ports {clk_108}]

set non_clock_inputs [all_inputs -no_clocks]
set_input_delay [expr $clk_period * $clk_io_pct] -clock clk0 $non_clock_inputs
set_output_delay [expr $clk_period * $clk_io_pct] -clock clk0 [all_outputs]
$ cat flow/design.v
module VGAUnit(
   input logic clk_108, 
   output logic Hsync = 0, 
   output logic Vsync = 0, 
	output logic clk_vga = 0, 
   output logic [7:0] Red = 0, 
   output logic [7:0] Green = 0, 
   output logic [7:0] Blue = 0, 
   input logic [7:0] CharLine, 
   output logic [3:0] CharLineNumber = 0, 
   output logic [8:0] CharCode = 0, 
   input logic [7:0] ScreenChar, 
   output logic [6:0] AddressRd = 0, 
	output logic [6:0] fila = 0
);
  wire [9:0] x;
  wire [9:0] y;
  wire videoOn;
  logic[0:2] pixelX=0;
  vga_controller pt(
    .clk_50MHz(clk_108),
    .video_on(videoOn),
    .hsync(Hsync),
    .vsync(Vsync),
    .clk(clk_vga),
    .x(x), .y(y),
	 .reset(0)
  );
	always @(*) begin
		CharLineNumber = y[2:0];
		AddressRd = x[9:3];  
		fila = y[9:3];
		pixelX = x[2:0];
		if (~videoOn)
			{Red, Green, Blue} = 8'h0;
		else if(CharLine[7 - pixelX] == 1'b1)
			{Red, Green, Blue} = {8'h0, 8'hff, 8'h0};
		else
			{Red, Green, Blue} = 8'h0;
	end
	assign CharCode = ScreenChar;
endmodule
module clock50_25(clock50, reset, clock25);
  input clock50;
  input reset;
  output clock25;
  reg [1:0] state;
  always @(posedge clock50)
    if (reset) state <= 0;
    else state <= state + 2'b1;
  assign clock25 = (state == 2'b0 || state == 2'b10) ? 1'b1 : 1'b0;
endmodule
module vga_controller(
  input clk_50MHz,    
  input reset,         
  output video_on,     
  output hsync,        
  output vsync,        
  output clk,          
  output [9:0] x,      
  output [9:0] y       
  );
  parameter HD = 640;              
  parameter HF = 48;               
  parameter HB = 16;               
  parameter HR = 96;               
  parameter HMAX = HD+HF+HB+HR-1;  
  parameter VD = 480;              
  parameter VF = 10;               
  parameter VB = 33;               
  parameter VR = 2;                
  parameter VMAX = VD+VF+VB+VR-1;  
  wire w_25MHz;
  clock50_25 c(.clock50(clk_50MHz), .reset(reset), .clock25(w_25MHz));
  reg [9:0] h_count_reg, h_count_next;
  reg [9:0] v_count_reg, v_count_next;
  reg v_sync_reg, h_sync_reg;
  wire v_sync_next, h_sync_next;
  always @(posedge clk_50MHz or posedge reset)
    if(reset) begin
      v_count_reg <= 0;
      h_count_reg <= 0;
      v_sync_reg  <= 1'b0;
      h_sync_reg  <= 1'b0;
    end
    else begin
      v_count_reg <= v_count_next;
      h_count_reg <= h_count_next;
      v_sync_reg  <= v_sync_next;
      h_sync_reg  <= h_sync_next;
    end
  always @(posedge w_25MHz or posedge reset)       
    if(reset)
      h_count_next = 0;
    else
      if(h_count_reg == HMAX)                  
        h_count_next = 0;
      else
        h_count_next = h_count_reg + 10'd1;
  always @(posedge w_25MHz or posedge reset)
    if(reset)
      v_count_next = 0;
    else
      if(h_count_reg == HMAX)                  
        if((v_count_reg == VMAX))            
          v_count_next = 0;
        else
          v_count_next = v_count_reg + 10'd1;
  assign h_sync_next = (h_count_reg >= (HD+HB) && h_count_reg <= (HD+HB+HR-1));
  assign v_sync_next = (v_count_reg >= (VD+VB) && v_count_reg <= (VD+VB+VR-1));
  assign video_on = (h_count_reg < HD) && (v_count_reg < VD);  
  assign hsync  = h_sync_reg;
  assign vsync  = v_sync_reg;
  assign x      = h_count_reg;
  assign y      = v_count_reg;
  assign clk    = w_25MHz;
endmodule
==> impl_metrics.tcl <==
# yosys + openroad results
set metrics [dict create \
    edf_count 10 \
    ys_seq_share_pct 50.52 \
    startpoint "CharLine[5]" \
    die_y_um 71.68 \
    grt_pass1_wl_um 5023 \
    cts_hold_buf 0 \
    rsz0062_at_grt "no" \
    ys_cells 180 \
    grt_max_degree 22 \
    drt-total-wl_um 2892 \
    synth_area_per_cell_um2 10.79 \
    swShare_pct 18.14 \
    antenna-diode-count 0 \
    wl_per_cell_um 11.71 \
    critPathCaptureType "primary output" \
    synth-async-reset-ratio_pct 0 \
    synth.most_common_cell "buf_4" \
    wl_met3_um 212 \
    power_density_nw_per_um2 246.9 \
    hold_path_depth 1 \
    core_util_floorplan_pct 43.11 \
    synth_flop_count 44 \
    first_iter_violations 45 \
    clkPwrFrac_pct 38.4 \
    core_um2 4504 \
    max-vdd-ir-drop_mv 0.1547 \
    critical_path_class "input pin to primary output" \
    logic_area_um2 678.2 \
    grt_use_total_pct 12.43 \
    crit_required_ps 2480 \
    finalCritPeriodShare_pct 93.07 \
    maxSlewViolCount 0 \
    yosysTopAreaCellShare_pct 35.05 \
    viasPerCell 4.668 \
    cp.arrival_ps 2270 \
    syn-instance-count 180 \
    hold_violations 0 \
    io_pins 71 \
    ys_warn_count 0 \
    highest_layer "met4" \
    final.setup.tns_ps 0 \
    unclocked_pins 20 \
    cts_tree "yes" \
    period_minus_slack_ps 2885 \
    grt_pass1_vias 1055 \
    relSlewSlack_pct 64.32 \
    die_w_um 71.68 \
    clockRootBuffer "clkbuf_8" \
    setup_violations 0 \
    power_frac_comb_pct 4.4 \
    detail_route.first_pass.iterations 5 \
    cp-start-kind "input pin" \
    clkSlewWorstSetupHoldPaths_ps 80 \
    p_sw_uw 97.66 \
    fmax_ghz 0.3466 \
    top_area_cell "dfxtp_1" \
    status "complete, no violations" \
    reg2reg_setup_slack_ps 1890 \
    regToRegEndpoint "pt.vsync" \
    drcViolationCount 0 \
    post_cts_buffers 0 \
    tightest_slew_ps 533.0 \
    syn-cell-area_um2 1942 \
    vias 1153 \
    antenna_found_initial 0 \
    critPathCapture "Green[6]" \
    p_int_uw 440.7 \
    drive_above_1_share_pct 6.667 \
    dp_hpwl_um 2101 \
    leakage_nw 0.9047 \
    grt_overflow_total 0 \
    ctsLongestPathBuffers 2 \
    yosys-top-cells-count "buf_4 (40), dfxtp_1 (34), edfxtp_1 (10)" \
    hp-class "flop to flop" \
    fin_total_pwr_uw 538.4 \
    ff_type "dfxtp_1" \
    final-seq-area_um2 980.9 \
    clock_latency_ps 260 \
    io_buffers 36 \
    routabilityCongestion 0.8362 \
    cts_max_level 1 \
    ff2ff_path_depth 2 \
    fillers 399 \
    untimed_endpoints 50 \
    antenna_left 0 \
    wl_met1_um 1409 \
    synth_cell_types 37 \
    p_seq_share_pct 57.2 \
    route.met2.wl_um 1235 \
    fin_skew_ps 0.2822 \
    critPathMaxFanout 8 \
    cts_made_buffers 3 \
    syn_to_final_growth_pct 12.31 \
    rows 24 \
    reg2reg_from "pt.y[5]" \
    topCellsByArea "dfxtp_1 (35%), buf_4 (15%), edfxtp_1 (15%)" \
    ctsResizeCount 0 \
    warnings 29 \
    die-area_um2 5137 \
    max_cap_violations 0 \
    ys_chip_area_um2 1942 \
]
## through the flow
stage          std cells  hold WS (ps)  util (%)  instance area [um^2]  worst slack (ps)
2_1_floorplan        197         384.7         -                  2006             738.4
3_3_place_gp         243         391.6     47.19                  2126             215.3
3_5_place_dp         243         409.9     47.19                  2126             200.1
4_1_cts              247         422.2     48.42                  2181             196.6
5_1_grt              247         448.7     48.42                  2181             100.3
6_report             247         418.7     48.42                  2181             214.8
## layout by cell type, fill, tap and decap left out, types with 5 or more instances in the layout
| cell type | instances |
|---|---|
| edfxtp_1 | 10 |
| nor2_1 | 9 |
| xnor2_1 | 5 |
| nand3_1 | 7 |
| inv_1 | 7 |
| xor2_1 | 7 |
| dfxtp_1 | 34 |
| clkdlybuf4s50_1 | 36 |
| ha_1 | 7 |
| nand2_1 | 5 |
| conb_1 | 18 |
## power by group through the flow
stage                 Clock (mW)  Combinational (mW)  Sequential [mW]
after CTS                  0.216              0.0243            0.308
final                      0.207              0.0237            0.308
after global routing       0.231              0.0267            0.308
## kinds of logic (layout without fill, tap and decap cells)
logic type,Yosys count,count (layout),synth area share [%]
buf+inv,51,49,17.85
simple gates,47,47,14.82
flops,44,44,50.52
compound gates,14,14,4.510
xor+xnor,12,12,5.412
fa+ha+maj,7,7,4.510
mux,4,4,2.191
other cells,1,18,0.1931
## flip-flops by register name, indices dropped and copies added (netlist names)
signal	cells
pt.y	10
pt.c.state	2
pt.x	10
pt.h_count_next	10
pt.v_count_next	10
pt.vsync	1
pt.hsync	1
## critical path, stage by stage
cell and delay (ps):
clkdlybuf4s50_1 450, mux2i_1 70, a22o_1 230, nor4_1 240, buf_4 180, clkdlybuf4s50_1 460
## cell type report
| type | count | area share [%] |
|---|---|---|
| inverters | 7 | 1.205 |
| repair buffers | 38 | 17.21 |
| flip-flops and latches | 44 | 44.98 |
| well taps | 52 | 2.983 |
| multi-input cells | 102 | 31.10 |
| clock buffers | 4 | 2.524 |
## how the worst min path moves through the flow
| stage | startpoint | end | slack [ps] |
|---|---|---|---|
| CTS | pt.c.state[0] | pt.c.state[0] | 420 |
| global route | pt.c.state[0] | pt.c.state[0] | 450 |
| finish | pt.c.state[0] | pt.c.state[0] | 420 |
## per-layer routing
metal | up-vias | track usage (%)
met5 | - | 0
met4 | 0 | 2.397
met3 | 4 | 2.282
met2 | 60 | 18.45
met1 | 508 | 19.94
li1 | 581 | -
Power and IR drop assume default switching activity.
